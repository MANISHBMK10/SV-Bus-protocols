==> flow/design.v <==
module axilite_s(
    input  wire         s_axi_aclk,
    input  wire         s_axi_aresetn,
    input  wire         s_axi_awvalid,
    output reg          s_axi_awready,
    input  wire [31: 0] s_axi_awaddr,
    input  wire         s_axi_wvalid,
    output reg         s_axi_wready,
    input  wire [31: 0] s_axi_wdata,
    output reg         s_axi_bvalid,
    input  wire         s_axi_bready,
    output reg  [1: 0] s_axi_bresp,
    input wire         s_axi_arvalid,
    output reg         s_axi_arready,
    input wire [31: 0] s_axi_araddr,
    output reg         s_axi_rvalid,
    input wire         s_axi_rready,
    output reg [31: 0] s_axi_rdata,
    output reg  [1: 0] s_axi_rresp
    );
localparam idle            = 0, 
           send_waddr_ack  = 1,
           send_raddr_ack  = 2,
           send_wdata_ack  = 3,
           update_mem      = 4,
           send_wr_err     = 5,
           send_wr_resp    = 6,
           gen_data        = 7,
           send_rd_err     = 8,
           send_rdata      = 9;
reg [3:0] state      = idle;
reg [3:0] next_state = idle;
reg [1:0] count    = 0;
reg [31:0] waddr, raddr, wdata, rdata;
reg [31:0] mem [128];
always@(posedge s_axi_aclk)
begin
if (s_axi_aresetn == 1'b0)
begin
            state <= idle;
            for(int i = 0; i < 128; i++)
            begin
            mem[i] <= 0;
            end
            s_axi_awready <= 0;
            s_axi_wready  <= 0;
            s_axi_bvalid  <= 0;
            s_axi_bresp   <= 0;
            s_axi_arready <= 0;
            s_axi_rvalid  <= 0;
            s_axi_rdata   <= 0;
            s_axi_rresp   <= 0;
            waddr         <= 0;
            raddr         <= 0;
            wdata         <= 0;
            rdata         <= 0;      
 end
 else 
 begin
        case(state)
        idle: 
        begin
            s_axi_awready <= 0;
            s_axi_wready  <= 0;
            s_axi_bvalid  <= 0;
            s_axi_bresp   <= 0;
            s_axi_arready <= 0;
            s_axi_rvalid  <= 0;
            s_axi_rdata   <= 0;
            s_axi_rresp   <= 0;
            waddr         <= 0;
            raddr         <= 0;
            wdata         <= 0;
            rdata         <= 0;
            count         <= 0;
            s_axi_rvalid  <= 1'b0;
            if (s_axi_awvalid == 1'b1)
                    begin
                    state         <= send_waddr_ack;
                    waddr         <= s_axi_awaddr;
                    s_axi_awready <= 1'b1;
                    end
            else if (s_axi_arvalid == 1'b1)
                    begin
                    state         <= send_raddr_ack;
                    raddr         <= s_axi_araddr;
                    s_axi_arready <= 1'b1;
                    end
            else
                    begin
                    state         <= idle;
                    end
        end
       send_waddr_ack : 
       begin
        s_axi_awready <= 1'b0;
        if(s_axi_wvalid)
                  begin
                  wdata        <= s_axi_wdata;
                  s_axi_wready <= 1'b1;
                  state        <= send_wdata_ack;
                  end
        else
                  begin
                  state        <= send_waddr_ack;
                  end
       end
       send_wdata_ack: 
       begin
          s_axi_wready <= 1'b0;
          if(waddr < 128)
                   begin
                   state      <= update_mem;
                   mem[waddr] <= wdata;
                   end 
          else
                 begin
                 state        <= send_wr_err;
                 s_axi_bresp <= 2'b11;  
                 s_axi_bvalid <= 1'b1; 
                 end
       end
       update_mem: 
       begin
       mem[waddr] <= wdata;
       state      <= send_wr_resp;
       end
       send_wr_resp: 
       begin
       s_axi_bresp  <= 2'b00;
       s_axi_bvalid <= 1'b1;
       if(s_axi_bready)
                 begin
                 state        <= idle;
                 end
       else 
                 begin
                 state        <= send_wr_resp;
                 end
       end
       send_wr_err: begin
       if(s_axi_bready)
                 begin
                 state   <= idle;
                 end
       else 
                 begin
                 state <= send_wr_err;
                 end
       end
        send_raddr_ack : 
        begin
        s_axi_arready = 1'b0;
        if(raddr < 128)
                state <= gen_data;
        else
                begin
                s_axi_rvalid <= 1'b1;
                state <= send_rd_err;
                s_axi_rdata  <= 0;
                s_axi_rresp  <= 2'b11;
                end
       end
        gen_data: begin
        if(count < 2)
                begin
                rdata <= mem[raddr];
                state <= gen_data;
                count <= count + 1;
                end       
        else
                begin
                s_axi_rvalid <= 1'b1;
                s_axi_rdata  <= rdata;
                s_axi_rresp  <= 2'b00;
                if(s_axi_rready)
                   state <= idle;
                else
                   state <=  gen_data;
                end
        end
        send_rd_err:
        begin
        if(s_axi_rready)
                begin
                state <= idle;
                end
        else
                begin
                state <= send_rd_err;
                end
        end
       default: state <= idle;
    endcase
end
end
endmodule
interface axi_if;
  logic clk,resetn;
  logic awvalid, awready;
  logic arvalid, arready;
  logic wvalid, wready;
  logic bready, bvalid;
  logic rvalid, rready;
  logic [31:0] awaddr, araddr, wdata, rdata;
  logic [1:0] wresp,rresp;
endinterface
==> flow/run.sh <==
#!/bin/bash
# OpenROAD 26Q1-2900-gdf79404cd8, Yosys 0.63+post, stock flow scripts
make -C /OpenROAD-flow-scripts/flow DESIGN_CONFIG=/design/flow/config.mk WORK_HOME=/design/flow/orfs finish
==> flow/config.mk <==
export PLATFORM = sky130hd
export DESIGN_NAME = axilite_s
export DESIGN_NICKNAME = axilite_s
export VERILOG_FILES = /design/flow/design.v
export SDC_FILE = /design/flow/constraint.sdc
export NUM_CORES = 4
export LEC_CHECK = 1
export CORE_UTILIZATION = 30
==> flow/constraint.sdc <==
current_design axilite_s

set clk_period 89.0
set clk_io_pct 0.2

create_clock -name clk0 -period $clk_period [get_ports {s_axi_aclk}]

set non_clock_inputs [all_inputs -no_clocks]
set_input_delay [expr $clk_period * $clk_io_pct] -clock clk0 $non_clock_inputs
set_output_delay [expr $clk_period * $clk_io_pct] -clock clk0 [all_outputs]
==> flow_summary.yaml <==
# implementation run metrics
run_status:
  status: "finished clean"
clock_tree:
  cts_root_buf: "clkbuf_16"
  hold_buffers: 0
  htreeDepth: 5
  clockBufferDepth: 4
  cts_buffers: 453
  clock_latency_ns: 1.09
  cts_tree: "done"
  cts_setup_buffers: 0
  path_clk_slew_ns: 0.06
  clock_sinks: 4276
  post_cts_resized: 0
yosys:
  common_cells: "4098 x edfxtp_1, 2183 x and2_1, 2009 x nor2_1"
  postSynthSeqShare_pct: 67.1
  edf_count: 4098
  top_area_share_pct: 65.2
  syn_inst: 13000
  yosys.area.top_type: "edfxtp_1"
  netlist_area_sq_mm: 0.189
  syn_area_per_cell_sq_um: 14.5
  top_cells_by_area: "edfxtp_1 65%, mux4_2 9.9%, and2_1 7.2%"
  post-synth-top-count-cell: "edfxtp_1"
  ys_dominant_reg_cell: "edfxtp_1"
  yosys-stat-area_sq_mm: 0.189
  ys_types: 55
  numSynthFlops: 4276
  synth_stat.cells: 13000
  async_flop_share_pct: 0
  yosys_warnings: 1
worst_hold_path:
  min_path_type: "reg -> reg"
  min-delay-start: "s_axi_rvalid"
sta:
  tightest_slew_ns: 1.16
  whs_ns: 0.449
  setup_viol: 0
  timing.final.crit_share_pct: 24.5
  rsz0062_at_grt: "no"
  report.final.hold_viol_count: 0
  timing.final.ws_setup_ns: 67.18
  timing.fmax_ghz: 0.0458
  slew_headroom_pct: 22.2
  drv_slew: 0
  skew_ns: 0.0835
  finalCriticalPeriod_ns: 21.82
  tns_ns: 0
grt:
  antenna_found_initial: 21
  grt_max_degree: 120
  use_met2_pct: 28.3
  grtUsageMet3_pct: 14.1
  grt_use_total_pct: 19.3
  met1_usage_pct: 21.7
  grt.busiest_layer: "met2"
  grt_pass1_vias: 113000
  overflow: 0
  grt_first_pass_wirelength_mm: 827
power:
  peakVddDrop_uv: 18.2
  p_leak_nw: 69.0
  powerDensity_mw_per_mm2: 22.1
route:
  wl_per_cell_um: 26.8
  vias_per_cell: 5.01
  drt_iter0_drc: 7327
  drcViolationCount: 0
  dr.pass1.iters: 6
  drtAntennaViolNets: 0
  wirelength_mm: 581
  via_count: 108000
finish:
  final_core_util_pct: 34.4
  final_layout_size_suffix_gt1_share_pct: 17.0
  finalInstanceArea_sq_mm: 0.215
  n_fill_cell: 58500
  area_delta_synth_final_pct: 14.1
placed_design:
  placed_area_sq_mm: 0.201
  gp_congestion: 0.917
  dp_hpwl_mm: 346
  place_ws_ns: 66.16
  portBuffers: 143
job:
  warning_count: 32
  drv_cap: 0
floorplanning:
  rows: 290
  fp.dieH_um: 795
  die_x_um: 795
  coreArea_sq_mm: 0.625
  die-area_sq_mm: 0.632
  fp_util_pct: 30.2
  io_pins: 144
critical_path:
  crit_family: "buffers and inverters"
  worst_setup_path_start_kind: "input pin"
  slowest_stage: "buf_4"
  path_common_cell: "buf_4"
  crit_path_max_fanout: 53
  cp_data_required_time_ns: 89.70
  worstPathArrival_ns: 22.53
  critPathMaxStageDelay_ns: 0.69
  end_kind: "flop"
  startpoint: "s_axi_aresetn"
  crit_buf_inv: 7
  path_cells: "buf_8 > nand2_1 > nor2b_1 > nand2_4 > buf_4 > buf_4 > buf_4 > buf_4 > buf_4 > o21ai_4 > buf_4"
  path_class: "in -> reg"
[per-stage QoR]
stage	cells	total power [W]
after global placement	20800	0.00301
after floorplan	13000	0.00269
after CTS	21600	0.00478
after detailed placement	20800	0.00301
after global routing	21600	0.00489
final	21600	0.00476
[placed cells by master, fill, tap and decap left out, drive strengths merged, types with 13 or more instances in the layout]
| cell type | n |
|---|---|
| a211oi | 18 |
| o21ai | 159 |
| o22ai | 30 |
| mux2i | 553 |
| buf | 534 |
| o221ai | 14 |
| a21oi | 102 |
| nor4 | 13 |
| nand3 | 145 |
| nand2b | 33 |
| edfxtp | 4098 |
| nor2b | 53 |
| o2111ai | 30 |
| a21boi | 50 |
| mux2 | 34 |
| and2 | 2183 |
| nor3 | 16 |
| a22o | 80 |
| a221oi | 16 |
| a2111oi | 18 |
| a32oi | 15 |
| inv | 17 |
| bufinv | 14 |
| nand2 | 618 |
| diode | 18 |
| dfxtp | 178 |
| clkdlybuf4s50 | 142 |
| clkinv | 229 |
| mux4 | 828 |
| clkbuf | 576 |
| a22oi | 439 |
| nand4 | 18 |
| nor2 | 2015 |
[worst reg2reg max path, stage by stage, from the launching register on]
cell       delay [ns]
dfxtp_4          0.79
buf_4            0.68
buf_4            0.64
buf_4            0.71
buf_4            0.79
buf_4            0.76
mux2i_1          0.30
a22oi_1          0.17
nand3_1          0.33
nand4_1          0.33
a21oi_1          0.24
buf_4            0.25
o2111ai_1        0.13
[cells by family (layout without fill, tap and decap cells)]
group	Yosys count	in the layout	share of synthesized area [%]
muxes	1415	1415	13.0
AOI/OAI and AO/OA	981	981	3.66
other	0	18	0
xor gates and xnor gates	1	1	0.00464
buffers and inverters	1246	1516	2.80
DFF	4276	4276	67.1
and+or+nand+nor	5118	5118	13.4
[power breakdown]
group / total [W] / internal [W] / switching, W
sequential: 0.00233 / 0.00227 / 0.0000559
clock: 0.00179 / 0.000986 / 0.000800
combinational: 0.000643 / 0.000192 / 0.000450
[routing by layer]
metal / share of wire, % / wire (um)
met4: 4.9 / 28600
met1: 33 / 191000
met2: 45 / 262000
met3: 17 / 97600
met5: 0.27 / 1600
[final timing paths]
kind | slack, ns | end | depth (start not counted)
setup / recovery | 67.18 | mem[93][10] | 11
hold reg to reg | 0.45 | s_axi_rvalid | 2
hold / removal | 0.45 | s_axi_rvalid | 2
setup reg to reg | 82.77 | rdata[5] | 12
[layout make-up]
type / instances / area, sq um / share of cell area (%)
inverters: 2 / 7.51 / 0.00349
clock buffers: 576 / 11900 / 5.53
flip-flops and latches: 4276 / 127000 / 58.9
multi-input cells: 7515 / 58600 / 27.2
clock inverters: 262 / 1950 / 0.904
diodes: 18 / 45.0 / 0.0209
well taps: 8322 / 10400 / 4.84
repair buffers: 676 / 5580 / 2.59
[state kept, by name (all words and copies together), names as in the netlist, named ones only]
name           count
s_axi_bvalid       1
s_axi_rresp        1
s_axi_bresp        1
state              4
count              2
s_axi_awready      1
mem             4096
s_axi_rdata       32
s_axi_wready       1
rdata             32
raddr             32
waddr             32
s_axi_rvalid       1
wdata             32
s_axi_arready      1
Power figures rest on the tool's default switching activity, not on a simulated workload.
