### flow/run.sh
#!/bin/bash
# OpenROAD 26Q1-2900-gdf79404cd8, Yosys 0.63+post, stock flow scripts
make -C /OpenROAD-flow-scripts/flow DESIGN_CONFIG=/design/flow/config.mk WORK_HOME=/design/flow/orfs finish
### flow/config.mk
export PLATFORM = sky130hd
export DESIGN_NAME = apb_s
export DESIGN_NICKNAME = apb_s
export VERILOG_FILES = /design/flow/design.v
export SDC_FILE = /design/flow/constraint.sdc
export NUM_CORES = 4
export LEC_CHECK = 1
export CORE_UTILIZATION = 50
### flow/constraint.sdc
current_design apb_s

set clk_period 1.5
set clk_io_pct 0.2

create_clock -name clk0 -period $clk_period [get_ports {pclk}]

set non_clock_inputs [all_inputs -no_clocks]
set_input_delay [expr $clk_period * $clk_io_pct] -clock clk0 $non_clock_inputs
set_output_delay [expr $clk_period * $clk_io_pct] -clock clk0 [all_outputs]
### flow/design.v
module apb_s
(
    input  pclk,
    input  presetn,
    input [31:0] paddr,
    input psel,
    input penable,
    input [7:0] pwdata,
    input pwrite,
    output reg [7:0] prdata,
    output reg pready,
    output     pslverr
);
  localparam [1:0] idle = 0, write = 1, read = 2;
  reg [7:0] mem[16];
  reg [1:0] state, nstate;
  bit  addr_err , addv_err, data_err;
  always@(posedge pclk, negedge presetn)
    begin
      if(presetn == 1'b0)
          state <= idle;
      else
          state <= nstate;
    end
  always@(*)
    begin
    case(state)
     idle:
     begin
        prdata    = 8'h00;
        pready    = 1'b0;
            if(psel == 1'b1 && pwrite == 1'b1)  
                nstate = write;
            else if (psel == 1'b1 && pwrite == 1'b0)
                nstate = read;
            else
                nstate = idle; 
      end   
     write:
     begin
        if(psel == 1'b1 && penable == 1'b1)
        begin 
                 if(!addr_err && !addv_err && !data_err )
                    begin
                    pready = 1'b1;
                    mem[paddr]  = pwdata;
                    nstate      = idle;
                    end
                else
                     begin
                     nstate = idle;
                     pready = 1'b1;
                     end     
        end
    end
    read:
     begin
        if(psel == 1'b1 && penable == 1'b1 )
        begin
            if(!addr_err && !addv_err && !data_err )
                 begin
                 pready = 1'b1;
                 prdata = mem[paddr];
                 nstate      = idle;
                 end
            else
                begin
                pready = 1'b1;
                prdata = 8'h00;
                nstate      = idle;
                end
        end
    end
    default : 
    begin
        nstate = idle; 
        prdata    = 8'h00;
        pready    = 1'b0;
     end
    endcase
    end
reg av_t = 0;
always@(*)
begin
if(paddr >= 0)
  av_t = 1'b0;
else
  av_t = 1'b1;
end
reg dv_t = 0;
always@(*)
begin
if(pwdata >= 0)
  dv_t = 1'b0;
else
  dv_t = 1'b1;
end
assign addr_err = ((nstate == write || read) && (paddr > 15)) ? 1'b1 : 1'b0;
assign addv_err = (nstate == write || read) ? av_t : 1'b0;
assign data_err = (nstate == write || read) ? dv_t : 1'b0;
assign pslverr  = (psel == 1'b1 && penable == 1'b1) ? ( addv_err || addr_err || data_err) : 1'b0;
endmodule
==> flow_summary.ini <==
; yosys + openroad results
[setup_path]
crit_chain = clkdlybuf4s15_1 -> nor4_2 -> nand4_2 -> nor2_1 -> nor2_1 -> buf_2
cp_top_family = simple AND/OR/NAND/NOR gates
critical_path_buf_inv_count = 2
end_kind = output pin
crit_path_start_kind = input port
critPathMaxStageDelay_ns = 0.24
crit_arrival_ns = 1.12
worst_path_max_delay_cell = nor4_2
startpoint = paddr[27]
path_max_fanout = 2
worstSetupPathType = input port to output pin
worstPathRequired_ns = 1.20
path_common_cell = nor2_1

[sta]
slew_headroom = 0.4046
clock.fmax_ghz = 0.7039
untimed_endpoints = 150
finalMaxSlewViolations = 0
rsz0062_at_grt = no
unclocked_regs = 139
worstMarginPinSlew_ns = 0.8899
hold_violations = 0
setup_violations = 0
period_used_share = 0.9471
fin_ws_ns = 0.07932
tns_ns = 0
finalCriticalPeriod_ns = 1.421

[floorplanning]
num_rows = 32
die_height_um = 91.28
chipArea_mm2 = 0.008331
core_mm2 = 0.007727
io_pins = 55
die_w_um = 91.28
fp_util = 0.5157

[power_and_ir_drop]
power_switching_uw = 356.0
seq_power_share = 0.311
p_int_uw = 648.8
p_comb_frac = 0.481
irDropWorstVdd_uv = 542.6
p_per_area_mw_per_mm2 = 222.9
clock_power_share = 0.207
p_leak_nw = 2.125
sw_frac_of_total = 0.3543

[synthesis]
avgSynthCellArea_um2 = 9.864
edf_count = 0
ys_cells = 404
largest_area_cell = dlxtn_1
syn_area_mm2 = 0.003985
ys.flops = 141
async_flop_share = 0.01418
top_area_frac = 0.5245
yosysWarnings = 2
synthCells = 404
yosys-stat-area_mm2 = 0.003985
ys_types = 44
top_cells_by_count = dlxtn_1, o21ai_0, and3b_1
synthTopCellsByArea = dlxtn_1, and3b_1, nor3b_1
yosys_most_used_dff = dlxtn_1
synth.most_common_cell = dlxtn_1

[place]
globalplace.congestion = 0.8461
dp.cells = 537
pre_cts_ws_ns = -0.5404
dp_hpwl_um = 6635
port_buffers = 54

[clock_tree]
numCtsBuffers = 3
cts_tree = yes
htreeDepth = 1
clk_path_buf_depth = 2
cts_root_buf = clkbuf_8
clk_pin_slew_ns = 0.03

[routing]
wl_um = 9671
wl_per_cell_um = 17.88
drtIter0Drc = 282
drc = 0
first_pass_iters = 4
antennaDiodeCount = 0
vias_per_cell = 5.667
postRouteAntennaNets = 0
via_count = 3066

[outcome]
status = finished, final reports clean

[finish]
n_fill_cell = 694
instances_no_fill = 541
drive_gt1_frac = 0.1321
logic_area_mm2 = 0.001677
syn2layout_area_growth_pct = 13.09
seq_area_mm2 = 0.002137
final_util = 0.5832

[global_routing]
grt_max_degree = 77
grt_pass1_vias = 2831
antenna_found_initial = 0
grt_overflow = 0
grt_pass1_wl_um = 15530
track_usage = 0.2520

[flow_run]
warning_count = 28
maxCapViolations = 0

[worst_hold_path]
hold_path.class = input port to async pin
[area by class of cell]
cell class,instances,area share
multi-input cells,227,0.3720
repair buffers,65,0.1138
flip-flops and latches,141,0.4742
inverters,3,0.002499
clock buffers,3,0.009162
well taps,102,0.02832
[final timing paths]
check / cells past startpoint / slack [ns] / endpoint
worst min-delay path: 1 / 0.25 / state[1]
worst max-delay path: 6 / 0.08 / pslverr
max in group asynchronous: 1 / 1.13 / state[0]
min in group clk0: 6 / 1.02 / pslverr
[layout by cell type (no fill, tap or decap), drive strengths merged, types with 4 or more instances in the layout]
cell	Yosys	routed
a22oi	7	7
mux2i	4	4
a32oi	7	7
nor4	7	7
nor2	6	6
clkdlybuf4s15	0	6
o21ai	36	36
clkdlybuf4s50	0	23
nor3b	23	23
o2111ai	7	7
and2	9	9
dlxtn	139	139
nand4	12	12
nor2b	6	6
nand2	8	8
nand3	12	12
clkbuf	13	21
buf	20	14
o221a	8	8
dlygate4sd2	0	4
and3b	29	29
and3	22	22
a21oi	7	7
[stage by stage]
| step | power, mW | hold WS (ns) | cell area [um^2] |
|---|---|---|---|
| 4_1_cts | 1.021 | 0.2536 | 4574 |
| 3_5_place_dp | 0.8276 | 0.4709 | 4539 |
| 5_1_grt | 1.077 | 0.2642 | 4507 |
| 3_3_place_gp | 0.8206 | 0.4667 | 4539 |
| 6_report | 1.005 | 0.2535 | 4507 |
| 2_1_floorplan | 0.5777 | 0.004409 | 3985 |
[cell families (layout without fill, tap and decap cells)]
logic type      Yosys count  in the layout  synth area share
compound gates           76             76            0.1290
fa+ha+maj                 3              3          0.009420
buf+inv                  36             71           0.04772
flops                     2              2           0.01256
latches                 139            139            0.5245
mux                       5              5           0.01570
simple gates            143            143            0.2619
[power groups by stage]
stage                 Sequential (mW)  Clock (mW)  Combinational (mW)
final                           0.313       0.208               0.484
after CTS                       0.314       0.213               0.494
after global routing            0.330       0.216               0.531
[state kept, by name (all words and copies together) (netlist names)]
name and cells:
mem 128, nstate 2, prdata 8, pready 1, state 2
[routing by layer]
metal	track usage	routed length [um]
met5	0	0
met1	0.4446	4744
met2	0.3617	4284
met3	0.03061	566
met4	0.01852	76
[what timing repair did]
| action | 4_1_cts | 5_1_grt |
|---|---|---|
| hold endpoints to repair | 0 | 0 |
| resized | 44 | 32 |
| hold buffers | 0 | 0 |
| setup buffers | 1 | 0 |
| endpoints found under the setup margin | 1 | 1 |
| pin swaps | 11 | 11 |
Power and IR drop assume default switching activity.
